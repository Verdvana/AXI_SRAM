**design/flow/config.mk**
```make
export PLATFORM = sky130hd
export DESIGN_NAME = axi_slave_if
export DESIGN_NICKNAME = axi_slave_if
export VERILOG_FILES = /design/flow/design.v
export SDC_FILE = /design/flow/constraint.sdc
export NUM_CORES = 4
export LEC_CHECK = 1
export CORE_AREA = 10 10 250 250
export DIE_AREA = 0 0 260 260
```
**design/flow/constraint.sdc**
```tcl
current_design axi_slave_if

set clk_period 6.8
set clk_io_pct 0.2

create_clock -name clk0 -period $clk_period [get_ports {ACLK}]

set non_clock_inputs [all_inputs -no_clocks]
set_input_delay [expr $clk_period * $clk_io_pct] -clock clk0 $non_clock_inputs
set_output_delay [expr $clk_period * $clk_io_pct] -clock clk0 [all_outputs]
```
**design/flow/design.v**
```verilog
`timescale 1ns/1ns
module axi_r_channel#(
    parameter   DATA_WIDTH  = 64,              
                ADDR_WIDTH  = 32,                
                ID_WIDTH    = 1,                
                USER_WIDTH  = 1,              
                STRB_WIDTH  = (DATA_WIDTH/8)     
)(
	input                       ACLK,
	input      	                ARESETn,
	input	   [ADDR_WIDTH-1:0] ARADDR,
	input	   [7:0]            ARLEN,
	input	   [2:0]	        ARSIZE,
	input	   [1:0]	        ARBURST,
	input	  	                ARVALID,
	output reg	                ARREADY,
	output reg [DATA_WIDTH-1:0]	RDATA,
	output reg [1:0]	        RRESP,
	output reg	                RLAST,
	output reg                  RVALID,
	input	 	                RREADY,
    input      [31:0]	        sram_rdata,
	output reg					ren,
	output reg [2:0]			arsize,
	output reg [15:0]			araddr
);  
    parameter   TCO     =   1;   
	logic	[15:0]	araddr_start;	 
	logic	[15:0]	araddr_stop;	 
	logic	[15:0]	araddr_cnt;		 
	logic	[8:0]	araddr_step;	 
	logic			araddr_cnt_flag; 
	logic   [7:0]	arlen;			 
	always_ff@(posedge ACLK, negedge ARESETn)begin
		if(!ARESETn)
			ARREADY	<= #TCO '0;
		else if(ARVALID&&!ARREADY)
			ARREADY <= #TCO '1;
		else
			ARREADY	<= #TCO '0;
	end
	always_ff@(posedge ACLK, negedge ARESETn)begin
		if(!ARESETn)
			RVALID	<= #TCO '0;
		else if(ARREADY)
			RVALID	<= #TCO '1;
		else if(RLAST)
			RVALID	<= #TCO '0;
		else
			RVALID	<= #TCO '0;
	end
	always_ff@(posedge ACLK, negedge ARESETn)begin
		if(!ARESETn)begin
			araddr_start	<= #TCO '0;
			arlen			<= #TCO '0;
			arsize			<= #TCO '0;
		end
		else if(ARVALID)begin
			araddr_start	<= #TCO ARADDR[15:0];	 
			arlen			<= #TCO ARLEN;			 
			arsize			<= #TCO ARSIZE;			 
		end
		else begin
			araddr_start	<= #TCO araddr_start;
			arlen			<= #TCO arlen;
			arsize			<= #TCO arsize;
		end
	end
	always_ff@(posedge ACLK, negedge ARESETn)begin
		if(!ARESETn)
			RLAST	<= #TCO '0;
		else if(RREADY)
			if(araddr_cnt==araddr_stop)
				RLAST	<= #TCO '1;
			else
				RLAST	<= #TCO '0;
		else
			RLAST	<= #TCO '0;
	end
	always_comb begin
		case(arsize)
			3'h0:	araddr_step = 16'h1;
			3'h1:	araddr_step = 16'h2;
			3'h2:	araddr_step = 16'h4;
			default:araddr_step = 16'h1;
		endcase
	end
	always_comb begin
		case(arsize)
			3'h0:	araddr_stop = {8'h0,arlen};
			3'h1:	araddr_stop = {7'h0,arlen,1'b0};
			3'h2:	araddr_stop = {6'h0,arlen,2'b0};
			default:araddr_stop = {8'h0,arlen};
		endcase
	end
	always_ff@(posedge ACLK, negedge ARESETn)begin
		if(!ARESETn)
			araddr_cnt_flag	<= #TCO '0;
		else if(ARVALID)
			araddr_cnt_flag	<= #TCO '1;
		else if(arlen=='0)
			araddr_cnt_flag	<= #TCO '0;
		else if(araddr_cnt==araddr_stop)
			araddr_cnt_flag	<= #TCO '0;
	end
	always_ff@(posedge ACLK, negedge ARESETn)begin
		if(!ARESETn)
			araddr_cnt	<= #TCO '0;
		else if(araddr_cnt_flag)
			araddr_cnt	<= #TCO araddr_cnt + araddr_step;
		else
			araddr_cnt	<= #TCO '0;
	end
	always_ff@(posedge ACLK, negedge ARESETn)begin
		if(!ARESETn)
			ren	<= #TCO '0;
		else if(RREADY&&(araddr_cnt==arlen))
			ren	<= #TCO '0;
		else if(ARVALID)
			ren	<= #TCO '1;
		else
			ren	<= #TCO ren;
	end
	always_comb begin
		araddr = araddr_start + araddr_cnt;
	end
	always_ff@(posedge ACLK, negedge ARESETn)begin
		if(!ARESETn)
			RDATA	<= #TCO '0;
		else if(RREADY)
			RDATA	<= #TCO sram_rdata;
		else
			RDATA	<= #TCO RDATA;
	end
	always_comb begin
		RRESP = '0;
	end
endmodule                                     
`timescale 1ns/1ns
module axi_slave_if#(
    parameter   DATA_WIDTH  = 64,              
                ADDR_WIDTH  = 32,                
                ID_WIDTH    = 1,                
                USER_WIDTH  = 1,              
                STRB_WIDTH  = (DATA_WIDTH/8)     
)(
	input                       ACLK,
	input      	                ARESETn,
	input	   [ADDR_WIDTH-1:0] AWADDR,
	input	   [7:0]            AWLEN,
	input	   [2:0]            AWSIZE,
	input	   [1:0]	        AWBURST,
	input	 	                AWVALID,
	output    	                AWREADY,
	input	   [DATA_WIDTH-1:0] WDATA,
	input	   [STRB_WIDTH-1:0] WSTRB,
	input		                WLAST,
	input	  	                WVALID,
	output    	                WREADY,
	output     [1:0]            BRESP,
	output    	                BVALID,
	input	  	                BREADY,
	input	   [ADDR_WIDTH-1:0] ARADDR,
	input	   [7:0]            ARLEN,
	input	   [2:0]	        ARSIZE,
	input	   [1:0]	        ARBURST,
	input	  	                ARVALID,
	output    	                ARREADY,
	output     [DATA_WIDTH-1:0]	RDATA,
	output     [1:0]	        RRESP,
	output    	                RLAST,
	output                      RVALID,
	input	 	                RREADY,
    input      [7:0]	        sram_q0,  
    input      [7:0]	        sram_q1,
    input      [7:0]	        sram_q2,
    input      [7:0]	        sram_q3,
    input      [7:0]	        sram_q4,
    input      [7:0]	        sram_q5,
    input      [7:0]	        sram_q6,
    input      [7:0]	        sram_q7,
    output    	   	            sram_wen,       
    output     [12:0]	        sram_addr_out,
    output     [31:0]           sram_wdata,      
	output     [31:0]           sram_rdata,
    output     [3:0]	        bank0_csn,       
    output     [3:0]	        bank1_csn
);  
    parameter   TCO     =   1;   
	logic					wen;
	logic [2:0]  			awsize;
	logic [15:0]			awaddr;
	logic [31:0]			wdata;
	logic					ren;
	logic [2:0] 			arsize;
	logic [15:0]			araddr;
	logic [15:0]			sram_addr;	 
	logic [2:0]				sram_size;	 
	logic 					bank_sel;	 
	logic [3:0]				sram_csn;	 
    axi_w_channel#(
		.DATA_WIDTH(DATA_WIDTH),
		.ADDR_WIDTH(ADDR_WIDTH),
		.ID_WIDTH(ID_WIDTH),
		.USER_WIDTH(USER_WIDTH),
		.STRB_WIDTH(DATA_WIDTH/8)
	)u_axi_w_channel(.*);
	axi_r_channel#(
		.DATA_WIDTH(DATA_WIDTH),
		.ADDR_WIDTH(ADDR_WIDTH),
		.ID_WIDTH(ID_WIDTH),
		.USER_WIDTH(USER_WIDTH),
		.STRB_WIDTH(DATA_WIDTH/8)
	)u_axi_r_channel(.*);
	assign 	sram_wen 	= wen? 0 : 1;				 
	assign  bank_sel = sram_addr[15]? 1'b0 : 1'b1;	 
	assign	sram_addr 	= sram_wen ? araddr: awaddr; 
	assign 	sram_size	= sram_wen ? arsize: awsize; 
	always_comb begin
		if(sram_size == 3'b000)begin		 
			case(sram_addr[1:0])
				2'b00: 	sram_csn = 4'b1110;
        		2'b01: 	sram_csn = 4'b1101;
        		2'b10: 	sram_csn = 4'b1011;
        		2'b11: 	sram_csn = 4'b0111;
				default:sram_csn = 4'b1111;
			endcase
		end
		else if(sram_size == 3'b001)begin	 
			case(sram_addr[1])
				1'b0:	sram_csn = 4'b1100;
				1'b1:	sram_csn = 4'b0011;
				default:sram_csn = 4'b1111;
			endcase
		end
		else if(sram_size == 3'b010) 		 
			sram_csn = '0;
		else
			sram_csn = '1;
	end
	assign	bank0_csn	= (sram_addr[15] == 1'b0) ? sram_csn : 4'b1111;
	assign	bank1_csn	= (sram_addr[15] == 1'b1) ? sram_csn : 4'b1111;
	assign 	sram_addr_out = sram_addr[14:2];
	assign 	sram_wdata 	= wdata;
	assign  sram_rdata 	= (bank_sel) ?  
                          {sram_q3, sram_q2, sram_q1, sram_q0} :
                          {sram_q7, sram_q6, sram_q5, sram_q4} ;
endmodule
`timescale 1ns/1ns
module axi_w_channel#(
    parameter   DATA_WIDTH  = 64,             	 
                ADDR_WIDTH  = 32,                
                ID_WIDTH    = 1,               	 
                USER_WIDTH  = 1,             	 
                STRB_WIDTH  = (DATA_WIDTH/8)	 
)(
	input                       ACLK,
	input      	                ARESETn,
	input	   [ADDR_WIDTH-1:0] AWADDR,
	input	   [7:0]            AWLEN,
	input	   [2:0]            AWSIZE,
	input	   [1:0]	        AWBURST,
	input	 	                AWVALID,
	output reg	                AWREADY,
	input	   [DATA_WIDTH-1:0] WDATA,
	input	   [STRB_WIDTH-1:0] WSTRB,
	input		                WLAST,
	input	  	                WVALID,
	output reg	                WREADY,
	output reg [1:0]            BRESP,
	output reg	                BVALID,
	input	  	                BREADY,
	output reg					wen,
	output reg [2:0]			awsize,
	output reg [15:0]			awaddr,
	output reg [31:0]			wdata
);  
    parameter   TCO     =   1;  	 
	logic	[15:0]	awaddr_start;	 
	logic	[15:0]	awaddr_stop;	 
	logic	[15:0]	awaddr_cnt;		 
	logic	[8:0]	awaddr_step;	 
	logic			awaddr_cnt_flag; 
	logic   [7:0]	awlen;			 
	always_ff@(posedge ACLK, negedge ARESETn)begin
		if(!ARESETn)
			AWREADY	<= #TCO '0;
		else if(AWVALID&&!AWREADY)
			AWREADY	<= #TCO '1;
		else
			AWREADY	<= #TCO '0;
	end
	always_ff@(posedge ACLK, negedge ARESETn)begin
		if(!ARESETn)
			WREADY	<= #TCO '0;
		else if(AWREADY)
			WREADY	<= #TCO '1;
		else if(WVALID&&WLAST)
			WREADY	<= #TCO '0;	
		else
			WREADY	<= #TCO WREADY;
	end
	always_ff@(posedge ACLK, negedge ARESETn)begin
		if(!ARESETn)
			BVALID	<= #TCO '0;
		else if(~BVALID&&WLAST)
			BVALID	<= #TCO '1;
		else
			BVALID	<= #TCO '0;
	end
	always_ff@(posedge ACLK, negedge ARESETn)begin
		if(!ARESETn)begin
			awaddr_start	<= #TCO '0;
			awlen			<= #TCO '0;
			awsize			<= #TCO '0;
		end
		else if(AWVALID)begin
			awaddr_start	<= #TCO AWADDR[15:0];	 
			awlen			<= #TCO AWLEN;			 
			awsize			<= #TCO AWSIZE;			 
		end
		else begin
			awaddr_start	<= #TCO awaddr_start;
			awlen			<= #TCO awlen;
			awsize			<= #TCO awsize;
		end
	end
	always_comb begin
		case(awsize)
			3'h0:	awaddr_step = 16'h1;
			3'h1:	awaddr_step = 16'h2;
			3'h2:	awaddr_step = 16'h4;
			default:awaddr_step = 16'h1;
		endcase
	end
	always_comb begin
		case(awsize)
			3'h0:	awaddr_stop = {8'h0,awlen};
			3'h1:	awaddr_stop = {7'h0,awlen,1'b0};
			3'h2:	awaddr_stop = {6'h0,awlen,2'b0};
			default:awaddr_stop = {8'h0,awlen};
		endcase
	end
	always_ff@(posedge ACLK, negedge ARESETn)begin
		if(!ARESETn)
			awaddr_cnt_flag	<= #TCO '0;
		else if(AWVALID)
			awaddr_cnt_flag = #TCO '1;
		else if(awlen=='0)
			awaddr_cnt_flag = #TCO '0;
		else if(awaddr_cnt==awaddr_stop)
			awaddr_cnt_flag = #TCO '0;
	end
	always_ff@(posedge ACLK, negedge ARESETn)begin
		if(!ARESETn)
			awaddr_cnt	<= #TCO '0;
		else if(awaddr_cnt_flag)
			awaddr_cnt	<= #TCO awaddr_cnt + awaddr_step;
		else
			awaddr_cnt	<= #TCO '0;
	end
	always_ff@(posedge ACLK, negedge ARESETn)begin
		if(!ARESETn)
			wen	<= #TCO '0;
		else if(WLAST)
			wen	<= #TCO '0;
		else if(AWREADY)
			wen	<= #TCO '1;
		else
			wen	<= #TCO wen;
	end
	always_comb begin
		case(awsize)
			3'b000:	wdata = {24'b0,WDATA[7:0]};	 
			3'b001:	wdata = {16'b0,WDATA[15:0]}; 
			3'b010:	wdata = WDATA[31:0];		 
			default:wdata = WDATA[31:0];
		endcase
	end
	always_ff@(posedge ACLK, negedge ARESETn)begin
		if(!ARESETn)
			awaddr	<= #TCO '0;
		else
			awaddr 	<= #TCO  awaddr_start + awaddr_cnt;
	end
	always_comb begin
		BRESP = '0;
	end
endmodule                                     
```
**design/flow/run.sh**
```bash
#!/bin/bash
# OpenROAD 26Q1-2900-gdf79404cd8, Yosys 0.63+post, stock flow scripts
make -C /OpenROAD-flow-scripts/flow DESIGN_CONFIG=/design/flow/config.mk WORK_HOME=/design/flow/orfs finish
```
==> results.json <==
{
  "tns_ps": 0,
  "grtUsageTotal": 0.101,
  "edf_count": 0,
  "hold_path_class": "reg2reg",
  "antenna_found_initial": 1,
  "pre_cts_ws_ps": 1930,
  "die_area_um2": 67600,
  "row_count": 87,
  "portBuffers": 264,
  "finalPower_mw": 3.61,
  "clk_pin_slew_ps": 70,
  "cts-buffers-inserted": 17,
  "path_delay_family": "simple AND/OR/NAND/NOR gates",
  "gp_congestion": 0.837,
  "worst_pin_slew_ps": 945,
  "grt_pass1_wl_um": 52500,
  "grt_remaining_overflow": 0,
  "r2r_start": "u_axi_r_channel.araddr_cnt[4]$_DFF_PN0_",
  "period_needed_ps": 5310,
  "vias_per_cell": 4.24,
  "synth_cell_type_count": 70,
  "cts-root-buf": "clkbuf_16",
  "area_growth_syn_to_layout_pct": 38.1,
  "synthArstFlopShare": 1.00,
  "crit_arrival_ps": 3950,
  "slew_violations": 0,
  "maxSlewHeadroom": 0.369,
  "status": "completed",
  "fillers": 5894,
  "hold_viol": 0,
  "grt_pass1_vias": 8593,
  "top_cells_by_area": "dfrtp_1 (35%), mux2_2 (9.6%), mux2i_1 (6.7%)",
  "yosys-stat-cells": 1042,
  "rsz0062_at_grt": "false",
  "drt-initial-drc-count": 545,
  "crit_slowest_cell": "nand4_2",
  "crit_start": "u_axi_r_channel.araddr_cnt[4]$_DFF_PN0_",
  "hold_start": "u_axi_r_channel.ARREADY$_DFF_PN0_",
  "clockBufferDepth": 2,
  "drt_wl_total_um": 34900,
  "fmax_mhz": 188,
  "core-area_um2": 56700,
  "hpwl_um": 25800,
  "top_area_frac": 0.354,
  "path_class": "reg2out",
  "flop_cell": "dfrtp_1",
  "cap_violations": 0,
  "numSynthFlops": 143,
  "grt_max_degree": 109,
  "yosysChipArea_um2": 10100,
  "cts_tree": "done",
  "post-cts-setup-buffers": 0,
  "htree_levels": 4,
  "clk_latency_ps": 480,
  "startpoint_type": "flop",
  "syn_area_per_cell_um2": 9.71,
  "critPathMaxFanout": 32,
  "setup_viol": 0,
  "first_pass_iters": 7,
  "p_leak_nw": 5.73,
  "dieWidth_um": 260,
  "antennaDiodeCount": 0,
  "syn_area_um2": 10100,
  "layout.cells.non_filler": 2038,
  "yosys_warnings": 3,
  "die_h_um": 260,
  "cp_common_cell": "o211ai_1",
  "fin_ws_ps": 1490,
  "drt-wirelength-per-cell_um": 17.1,
  "crit_buf_inv": 2,
  "finClkSkew_ps": 7.37,
  "final_util": 0.246,
  "cts.sinks": 143,
  "synth_cells": 1042,
  "critical_path.endpoint_type": "primary output",
  "ios": 394,
  "warnings": 104,
  "cts_hold_buf": 0,
  "drc_errors": 0,
  "drive_gt1_frac": 0.113,
  "crit_path_max_incr_delay_ps": 580,
  "fp-utilization": 0.178,
  "ys_seq_frac": 0.354,
  "post_cts_resized": 0,
  "ir_worst_vdd_mv": 0.206,
  "vias": 8641,
  "worstPathRequired_ps": 5440,
  "final.period_utilization": 0.781,
  "ant_nets": 0,
  "placed_cells": 2006,
  "p_per_area_nw_per_um2": 258,
  "cp_cell_sequence": "ha_1 -> o211ai_1 -> o211ai_1 -> nand4_2 -> nand3_1 -> a21oi_4 -> buf_4 -> a221o_1 -> clkdlybuf4s50_1",
  "largest_area_cell": "dfrtp_1"
}
## worst register-to-register path: stages (launching register included)
cell and delay, ps:
dfrtp_1 510, ha_1 410, o211ai_1 120, o211ai_1 270, nand4_2 580, nand3_1 330
a21oi_4 70, buf_4 290, a221o_1 460, mux2_2 270
## state kept, by name, summed over array words and instances, names as in the netlist
name and count:
u_axi_r_channel.araddr_cnt 16, u_axi_w_channel.awaddr_cnt 16, u_axi_w_channel.awaddr_start 16, u_axi_r_channel.RLAST 1, u_axi_w_channel.WREADY 1, u_axi_w_channel.wen 1
u_axi_r_channel.araddr_cnt_flag 1, u_axi_r_channel.araddr_start 16, u_axi_r_channel.arlen 8, u_axi_w_channel.BVALID 1, u_axi_r_channel.RVALID 1, u_axi_w_channel.awlen 8
u_axi_w_channel.AWREADY 1, u_axi_r_channel.RDATA 32, u_axi_r_channel.ARREADY 1, u_axi_r_channel.arsize 3, u_axi_w_channel.awaddr 16, u_axi_w_channel.awsize 3
u_axi_w_channel.awaddr_cnt_flag 1
## area by class of cell
type	instances	area [µm²]	area share
clock inverters	13	146	0.0105
repair buffers	276	2740	0.196
inverters	24	90.1	0.00645
flip-flops and latches	143	3580	0.256
well taps	756	946	0.0677
multi-input cells	807	6010	0.430
clock buffers	19	453	0.0324
## cell usage in the layout (no fill, tap or decap), types with 5 or more instances in the layout
cell type / instances
and2_1: 27
a221o_1: 34
o21bai_1: 5
o21a_1: 6
o22a_1: 6
o22ai_1: 7
dfrtp_1: 141
o211ai_1: 7
clkbuf_16: 17
a21oi_1: 39
o21ai_1: 15
clkdlybuf4s50_1: 262
and3_1: 8
nor2_1: 36
mux2i_1: 68
a21o_1: 9
mux2_2: 86
xnor2_1: 36
ha_1: 34
nand4_1: 5
nor3b_1: 6
buf_4: 11
or3_1: 43
o21ai_0: 59
nand2_1: 64
inv_1: 24
nor2b_1: 36
nor3_1: 13
nand3_1: 13
nor4_1: 9
xor2_1: 25
nand2b_1: 9
conb_1: 36
## kinds of logic after synthesis
| kind of cell | share of synthesized area |
|---|---|
| DFF | 0.354 |
| adders and majority gates | 0.0500 |
| buffers and inverters | 0.0674 |
| AOI/OAI and AO/OA | 0.161 |
| other | 0.000371 |
| muxes | 0.163 |
| xor gates and xnor gates | 0.0544 |
| and+or+nand+nor | 0.150 |
## where the power goes
part / switching [mW] / internal (mW) / total (mW)
Sequential: 0.176 / 1.01 / 1.18
Clock: 0.454 / 0.536 / 0.991
Combinational: 0.653 / 0.780 / 1.43
## per-layer routing
layer | vias up | track usage | part of all wire
met5 | - | 0 | 0
met4 | 0 | 0.0192 | 0.020
met2 | 273 | 0.161 | 0.47
met1 | 4141 | 0.138 | 0.45
li1 | 4183 | - | -
met3 | 44 | 0.0263 | 0.065
## cells in the mapped netlist (5+ instances only)
cell / number
buf_1: 7
o21ai_0: 60
nand4_1: 5
and3_1: 8
inv_1: 24
o22ai_1: 7
clkbuf_1: 40
xor2_1: 25
nor4_1: 9
buf_4: 44
or3_1: 43
a21o_1: 9
ha_1: 34
xnor2_1: 36
nor2_1: 36
o21ai_1: 15
a221o_1: 34
nor3b_1: 6
a21oi_1: 39
nor2b_1: 36
mux2_2: 86
o21a_1: 6
o211ai_1: 7
nand3_1: 13
nor3_1: 13
and2_1: 27
mux2i_1: 68
nand2b_1: 9
buf_2: 8
o22a_1: 6
nand2_1: 64
dfrtp_1: 143
o21bai_1: 5
## worst paths after layout
check	end	slack, ps	cells after the start
max	sram_rdata[23]	1490	9
min	u_axi_r_channel.RVALID$_DFF_PN0_	410	0
max reg2reg	u_axi_r_channel.RDATA[10]$_DFFE_PN0P_	3380	9
min reg2reg	u_axi_r_channel.RVALID$_DFF_PN0_	410	0
max in group asynchronous	u_axi_w_channel.awaddr[15]$_DFF_PN0_	5030	2
min in group asynchronous	u_axi_r_channel.RDATA[8]$_DFFE_PN0P_	810	1
## through the flow
stage	area [µm²]	hold WS, ps
final	14000	410
after global routing	14000	427
after CTS	14000	415
after detailed placement	13400	398
after global placement	13400	394
after floorplan	10200	354
Power is estimated from default activity; no workload was simulated.
